==> flow/design.v <==
`timescale 1ns / 1ps
module fdc_ram(
	output wire [18:0]SRAM_Addr,
	inout wire [7:0]SRAM_Data,
	output wire SRAM_OE,
	output wire SRAM_WE,
	output wire SRAM_CS,
	input wire [15:0]MSX_A,
	inout wire [7:0]MSX_D,
	input wire MSX_CLK,
	input wire MSX_nWR,
	input wire MSX_nRD,
	input wire MSX_nSLTSL,
	input wire MSX_nCS1,
	input wire 	SPI_CS,
	input wire 	SPI_MOSI,
	output wire	SPI_MISO,
	input wire 	SPI_CLK,
	input wire 	RAM_LOAD,	 
	input wire 	RAM_nWR,		 
	output wire nFDC_CS		 
    );
	wire nLDOR;
	wire sel1;
	wire sel2;
	reg [7:0]WD_stat = 8'h80;
	reg [7:0]WD_data = 8'h00;
	reg [26:0]spi_dataW;
	reg [15:0]spi_dataR;
	reg nwdcs;
	wire [18:13]MA;
	reg [4:0]HC670_0;
	reg [4:0]HC670_1;
	reg [4:0]HC670_2;
	reg [4:0]HC670_3;
	wire nHC670WR;
	wire [1:0]HC670AB;
	reg MAPPER;
	reg [1:0]MAPPER_TYPE;
	assign sel1   = ( MSX_A[14] == 1'b0 && MSX_nSLTSL == 1'b0 ) ? 1'b1 : 1'b0;
	assign sel2   = ( nwdcs == 1'b0 && MSX_nRD == 1'b0 ) ? 1'b1 : 1'b0;
	assign nLDOR  = ( MSX_A[13:12] == 2'b01 && sel1 ) ? 1'b0 : 1'b1;
	assign MSX_D  = 
						( ( MAPPER == 1'b1 && RAM_LOAD == 1'b0 && SRAM_CS == 1'b0 && SRAM_OE == 1'b0 ) || 
						( MSX_nCS1 == 1'b0 && MSX_nSLTSL == 1'b0 && RAM_LOAD == 1'b0 ) ) ? SRAM_Data :
						( sel2 && MSX_A[0] == 1'b0 )	? WD_stat :
						( sel2 && MSX_A[0] == 1'b1 )	? WD_data : 8'bZZZZZZZ;
	assign sel3 = 
						( MAPPER_TYPE == 2'b10 ) ? MSX_A[12] :
						(MSX_A[11] || (!MSX_A[12])) ? 1'b1 : 1'b0;
	assign nHC670WR = ( sel3 || ( !( MSX_nWR == 1'b0 && MSX_nSLTSL == 1'b0 ) ))? 1'b1 : 1'b0;
	assign HC670AB[1:0] = {MSX_A[15], MSX_A[13]};
	assign MA[18] = 1'b0;
	assign MA[17:13] = ( HC670AB == 2'b00 ) ? HC670_0 :
					( HC670AB == 2'b01) ? HC670_1 :
					( HC670AB == 2'b10) ? HC670_2 : HC670_3;
	always@( negedge MSX_CLK )begin
		if( nHC670WR == 1'b0 )begin
			case( HC670AB )
				2'b00:begin
					HC670_0 <= MSX_D[4:0];
					end
				2'b01:begin
					HC670_1 <= MSX_D[4:0];
					end
				2'b10:begin
					HC670_2 <= MSX_D[4:0];
					end
				2'b11:begin
					HC670_3 <= MSX_D[4:0];
					end
			endcase
		end else if( MAPPER == 1'b0 )begin
			HC670_0 <= 5'b00000 ;
			HC670_1 <= 5'b00000 ;
			HC670_2 <= 5'b00000 ;
			HC670_3 <= 5'b00000 ;
		end
	end
	assign SRAM_Addr 	= 
	( RAM_LOAD ) ? spi_dataW[26:8] : 
	( MAPPER == 1'b0 ) ? {5'b00000, MSX_A[13:0]} :
	{MA[18:13], MSX_A[12:0]};
	assign SRAM_Data	= ( RAM_LOAD ) ? spi_dataW[7:0] : 8'bZZZZZZZ;
	assign SRAM_OE 	= ( RAM_LOAD ) ? 1'b1 : MSX_nSLTSL;
	assign SRAM_CS 	= 
	( RAM_LOAD ) ? RAM_nWR :
	( MAPPER == 1'b0 ) ? MSX_nCS1 :
	MSX_nRD;									
	assign SRAM_WE 	= ( RAM_LOAD ) ? RAM_nWR : 1'b1;
	assign nFDC_CS = nwdcs;
reg [5:0]cnt;
	assign SPI_MISO = (cnt == 0  ) ? spi_dataR[15] :  
							(cnt == 1  ) ? spi_dataR[14] :
							(cnt == 2  ) ? spi_dataR[13] :
							(cnt == 3  ) ? spi_dataR[12] :
							(cnt == 4  ) ? spi_dataR[11] :
							(cnt == 5  ) ? spi_dataR[10] :  
							(cnt == 6  ) ? spi_dataR[9] :   
							(cnt == 7  ) ? spi_dataR[8] :   
							(cnt == 8  ) ? spi_dataR[7] :
							(cnt == 9  ) ? spi_dataR[6] :
							(cnt == 10 ) ? spi_dataR[5] :
							(cnt == 11 ) ? spi_dataR[4] :
							(cnt == 12 ) ? spi_dataR[3] :
							(cnt == 13 ) ? spi_dataR[2] :
							(cnt == 14 ) ? spi_dataR[1] :
							spi_dataR[0];
always @( posedge SPI_CLK )begin
		spi_dataW <= {spi_dataW[25:0], SPI_MOSI};
end
always @( negedge SPI_CLK or posedge SPI_CS )begin
	if( SPI_CS == 1'b1 )begin
		cnt <= 1'b0;		 
	end else begin
		cnt <= cnt + 1'b1;	 
	end
end
always@( posedge MSX_CLK )begin
	if( MSX_A[13:12] == 2'b00 && sel1 )begin
		nwdcs <= 1'b0;
	end else begin
		nwdcs <= 1'b1;
	end
end
always@( negedge MSX_CLK )begin
	if( SPI_CS == 1'b1 && ( nwdcs == 1'b0 || nLDOR == 1'b0 ) )begin
				spi_dataR[15] <= 1'b1;		 
				spi_dataR[14] <= nLDOR;
				spi_dataR[13] <= MSX_A[0];
				spi_dataR[12] <= MSX_nWR;
				spi_dataR[11] <= MSX_nRD;
				spi_dataR[10:8] <= 3'b000;	 
				spi_dataR[7:0] <= MSX_D[7:0];
	end
end
always @( posedge SPI_CS )begin
	if( RAM_LOAD == 1'b0 )begin
		if( spi_dataW[15] == 1'b1 )begin
			WD_stat <= spi_dataW[7:0];
		end else if( spi_dataW[14] == 1'b1 )begin
			WD_data <= spi_dataW[7:0];
		end else if( spi_dataW[13] == 1'b1 )begin
			MAPPER <= 1'b1;
			MAPPER_TYPE <= spi_dataW[1:0];
		end else begin
			MAPPER <= 1'b0;
		end
	end
end
endmodule
==> flow/run.sh <==
#!/bin/bash
# OpenROAD 26Q1-2900-gdf79404cd8, Yosys 0.63+post, stock flow scripts
make -C /OpenROAD-flow-scripts/flow DESIGN_CONFIG=/design/flow/config.mk WORK_HOME=/design/flow/orfs finish
==> flow/config.mk <==
export PLATFORM = sky130hd
export DESIGN_NAME = fdc_ram
export DESIGN_NICKNAME = fdc_ram
export VERILOG_FILES = /design/flow/design.v
export SDC_FILE = /design/flow/constraint.sdc
export NUM_CORES = 4
export LEC_CHECK = 1
export CORE_UTILIZATION = 50
==> flow/constraint.sdc <==
current_design fdc_ram

set clk_period 5.5
set clk_io_pct 0.2

create_clock -name clk0 -period $clk_period [get_ports {MSX_CLK}]
create_clock -name clk1 -period $clk_period [get_ports {SPI_CLK}]
create_clock -name clk2 -period $clk_period [get_ports {SPI_CS}]

set non_clock_inputs [all_inputs -no_clocks]
set_input_delay [expr $clk_period * $clk_io_pct] -clock clk0 $non_clock_inputs
set_output_delay [expr $clk_period * $clk_io_pct] -clock clk0 [all_outputs]
==> results.txt <==
Status -> stopped before the end
Last stage -> clock tree synthesis
Error msg -> [error] [KeplerFormal.cpp:679] Workflow failed: Iso has multiple drivers: .SRAM_Data0, SRAM_Data[0]$_DFF_P_.Q0
Total I/O pin count -> 66
Port-buffer cells -> 47
Final HPWL DP -> 4605 um
Gpl congestion -> 0.8612
# placed instances -> 394
FFs w/ async S/R, synth -> 0.07059
Top cell area share -> 0.4564
Die width -> 83.93 um
CTS resizes -> 31
#FFs+latches synth -> 85
Post-placement setup slack -> -524.2 ps
Pre-Place Util -> 0.5225
Mapped Cells -> 240
# hold bufs at CTS -> 0
Ys Warns -> 4
Number of cells in Yosys stat -> 240
Post-synth seq share -> 0.6682
Avg Inst Size Synth -> 13.98 um^2
Dpl cell area -> 4183 um^2
Post-CTS Setup Repair Bufs -> 1
Dominant Register Cell -> edfxtp_1
Cell Area, Synth -> 3356 um^2
Post-synth EDFFs -> 51
Die H -> 83.93 um
Yosys chip area -> 3356 um^2
Cell row count -> 29
Cell Type Count -> 47
Synth area leader -> edfxtp_1
Top cells by area -> edfxtp_1 46%, dfxtp_1 17%, dfrtn_1 4.5%
## logic make-up after synthesis
family | share of synthesized area
multiplexers | 0.1033
XOR/XNOR | 0.01044
buffers and inverters | 0.02573
AND/OR/NAND/NOR | 0.09881
AND-OR/OR-AND | 0.07867
adder cells (fa/ha/maj) | 0.01491
flip-flops | 0.6682
## Yosys cell counts, types with 2 or more instances
library cell / count
edfxtp_1: 51
dfxtp_1: 28
nand2_1: 25
o21ai_0: 14
mux2_2: 13
mux2i_1: 11
inv_1: 9
dfrtn_1: 6
nand2b_1: 6
and2b_1: 5
clkbuf_1: 5
nand3_1: 5
nor2_1: 5
o21ai_2: 5
ha_1: 4
mux4_2: 4
buf_2: 3
nor2b_1: 3
xnor2_1: 3
a21o_1: 2
a21oi_1: 2
and2_1: 2
nand4_1: 2
nor3_1: 2
o21a_1: 2
o31ai_1: 2
